## design/flow/design.v

```verilog
`timescale 1ns / 1ps
module DataMemory(reset, clk, ex_wr,Address, Write_data, Read_data, Read_byte_data,MemRead, ByteRead,MemWrite, led_data, digi_data);
	input reset, clk;
	input ex_wr;
	input [31:0] Address, Write_data;
	input MemRead, ByteRead, MemWrite;
	output [31:0] Read_data;
	output [7:0] Read_byte_data;
	output [31:0] led_data;
	output [31:0] digi_data;
	parameter RAM_SIZE = 512;
	parameter RAM_SIZE_BIT = 8;
	reg [31:0] RAM_data[RAM_SIZE - 1: 0];
	reg [7:0] led;
	reg [11:0] digi;
	assign Read_data = 	MemRead? RAM_data[Address[RAM_SIZE_BIT + 1:2]]: 32'h00000000;
	assign Read_byte_data = ByteRead? RAM_data[Address[7:0]]: 8'h00; 
	assign led_data = {24'b0,led};
	assign digi_data = {20'b0,digi};
	integer i;
	always @(posedge reset or posedge clk)
		if (reset) begin
			for (i = 0; i < RAM_SIZE; i = i + 1)
				RAM_data[i] <= 32'h00000000;
				led<= 8'b10101011;
				digi <= 0;
			end
		else if (ex_wr) begin
			casez(Address)
				32'h4000000C: led <= Write_data[7:0];
				32'h40000010: digi <= Write_data[11:0];
			endcase
		end
		else if (MemWrite)
			RAM_data[Address[RAM_SIZE_BIT + 1:2]] <= Write_data;
endmodule
```

## design/flow/constraint.sdc

```tcl
current_design DataMemory

set clk_period 7.3
set clk_io_pct 0.2

create_clock -name clk0 -period $clk_period [get_ports {clk}]

set non_clock_inputs [all_inputs -no_clocks]
set_input_delay [expr $clk_period * $clk_io_pct] -clock clk0 $non_clock_inputs
set_output_delay [expr $clk_period * $clk_io_pct] -clock clk0 [all_outputs]
```

## design/flow/config.mk

```make
export PLATFORM = sky130hd
export DESIGN_NAME = DataMemory
export DESIGN_NICKNAME = DataMemory
export VERILOG_FILES = /design/flow/design.v
export SDC_FILE = /design/flow/constraint.sdc
export NUM_CORES = 4
export LEC_CHECK = 1
export CORE_UTILIZATION = 40
```

## design/flow/run.sh

```bash
#!/bin/bash
# OpenROAD 26Q1-2900-gdf79404cd8, Yosys 0.63+post, stock flow scripts
make -C /OpenROAD-flow-scripts/flow DESIGN_CONFIG=/design/flow/config.mk WORK_HOME=/design/flow/orfs finish
```

==> CHANGELOG.md <==
### Changed

- Largest net degree at the start of global routing: 143
- Error: [ERROR GRT-0116] Global routing finished with congestion. Check the congestion regions in the DRC Viewer.
- Flops & latches, synth: 8212
- Mapped Area: 0.375 mm2
- Vias in the first global route: 362000
- Setup WS pre-CTS: -1.83 ns
- Synth Area in Adders: 0%
- YS warnings: 2
- Mux cell area share: 24.7%
- First-pass GRT wire length: between 4000 and 5000 mm
- Global route overflow: about 1800
- Max H-tree Level: 6
- Commonest flop: dfrtp_1
- YS chip area: roughly 0.38 mm2
- Placed cells: 42500
- DP HPWL: 2330 mm
- Port Buf Inserts: approximately 130
- Yosys simple share: 6.26%
- Clk root buf: clkbuf_16
- Yosys aoi share: 10.7%
- All-layer global routing usage: 76.2%
- Row Count: 355
- Gate Count Post-Synth: 29200
- Number of enable flip-flop cells: 0
- Seq/Total Area, Yosys: 54.8%
- Maximum root-to-sink buffer count: 5
- Die height: 970 um
- FP Core Util: 40.1%
- Synth async-reset ratio: 100%
- Io pins: 174
- Post-Synth XOR/XNOR Area: 0%
- TritonCTS buffer count: 908
- Outcome: stopped before the end
- Stage reached: 5_1_grt
- Main logic family after synthesis: multiplexers
- Placer Congestion: 1.26
- Mean area per synthesized cell: 12.8 um2
- Yosys cell count: 29200
- Num Clock Sinks: 8212
- Post-synth cell types: roughly 80
- Die X: around 970 um
## per-layer routing
metal / GRT overflow / GRT usage [%]
met5: 34 / 50.8
met4: 332 / 71.4
met3: 486 / 69.4
met1: 355 / 76.0
met2: 546 / 86.2
## repair_timing
| action | in CTS |
|---|---|
| pin swaps | 68 |
| hold buffers | 0 |
| resized | 379 |
| cloned | 11 |
| endpoints found under the setup margin | 39 |
| hold endpoints to repair | 0 |
| buffers inserted | 107 |
## through the flow
stage                     hold WS (ns)  area, um2  power (mW)
after CTS                        0.487     458000         103
after detailed placement         0.473     423000        54.7
after global placement           0.467     423000        54.6
after floorplan                  0.456     375000        51.3
## kinds of logic after synthesis
kind of cell,count (synthesis)
mux,8215
buf+inv,3227
simple gates,4309
flops,8212
other cells,1
compound gates,5283
## synth_stat cells (16+ instances only)
library cell	instances	area [um2]
and3_1	547	3420
a31oi_1	46	288
dfrtp_1	8207	205000
a32oi_1	229	2010
buf_1	701	2630
a22o_1	381	3340
a2111oi_0	183	1600
o2111ai_1	26	228
nand3_1	1411	7060
nor4bb_1	17	170
a221oi_1	153	1340
o21ai_0	81	405
o221ai_1	27	236
a222oi_1	189	1890
mux2_1	238	2680
buf_2	865	4330
clkbuf_1	1575	5910
nand4bb_1	24	270
and4_1	44	385
nor4_1	292	1830
buf_4	73	548
nor3_1	74	370
o211ai_1	67	503
nand2_1	641	2410
a22oi_1	2984	22400
or4_1	137	1030
and3b_1	16	140
mux2_2	7974	89800
a21oi_1	338	1690
nor2_2	24	150
and4b_1	18	180
nor2_1	385	1450
or3_1	21	131
a32o_1	20	200
o22a_1	31	272
o22ai_1	463	2900
nand4_1	556	3480
No activity file was given, so power comes from the tool's default toggle rates.
