File: design/flow/constraint.sdc
current_design bcd_2_7seg

set clk_period 3.8
set clk_io_pct 0.2

create_clock -name clk0 -period $clk_period [get_ports {clk}]

set non_clock_inputs [all_inputs -no_clocks]
set_input_delay [expr $clk_period * $clk_io_pct] -clock clk0 $non_clock_inputs
set_output_delay [expr $clk_period * $clk_io_pct] -clock clk0 [all_outputs]
File: design/flow/run.sh
#!/bin/bash
# OpenROAD 26Q1-2900-gdf79404cd8, Yosys 0.63+post, stock flow scripts
make -C /OpenROAD-flow-scripts/flow DESIGN_CONFIG=/design/flow/config.mk WORK_HOME=/design/flow/orfs finish
File: design/flow/config.mk
export PLATFORM = sky130hd
export DESIGN_NAME = bcd_2_7seg
export DESIGN_NICKNAME = bcd_2_7seg
export VERILOG_FILES = /design/flow/design.v
export SDC_FILE = /design/flow/constraint.sdc
export NUM_CORES = 4
export LEC_CHECK = 1
export CORE_AREA = 10 10 113 113
export DIE_AREA = 0 0 123 123
File: design/flow/design.v
`timescale 1ns / 1ps
module bcd_2_7seg(
        input wire [3:0] s1_data,
        input wire [3:0] s2_data,
        input wire [3:0] s3_data,
        input wire [3:0] s4_data,
        input wire clk,
        output reg [6:0] dout,
        output reg [3:0] ano
        );
    reg [3:0] data;
    reg [18:0] times;
    initial times = 0;
    initial ano = 4'b0000;
    always @ (posedge clk)
        begin
        times <= times + 19'b1;
        case (times)
            19'd000000: begin ano <= 4'b0001; data <= s1_data; end
            19'd100000: begin ano <= 4'b0010; data <= s2_data; end
            19'd200000: begin ano <= 4'b0100; data <= s3_data; end
            19'd300000: begin ano <= 4'b1000; data <= s4_data; end
        endcase
        if(times == 400000)
            times <= 19'b0;
        end
    always @ (posedge clk)
    begin
        case(data)
            4'h0: dout <= 7'b0111111;
            4'h1: dout <= 7'b0000110;
            4'h2: dout <= 7'b1011011;
            4'h3: dout <= 7'b1001111;
            4'h4: dout <= 7'b1100110;
            4'h5: dout <= 7'b1101101;
            4'h6: dout <= 7'b1111101;
            4'h7: dout <= 7'b0000111;
            4'h8: dout <= 7'b1111111;
            4'h9: dout <= 7'b1101111; 
            4'hA: dout <= 7'b1110111;
            4'hB: dout <= 7'b1111100;
            4'hC: dout <= 7'b0111001;
            4'hD: dout <= 7'b1011110;
            4'hE: dout <= 7'b1111001;
            4'hF: dout <= 7'b1110001;
            default: dout <= 7'b0;
        endcase
    end
endmodule
==> GITHUB_STEP_SUMMARY <==
### Flow metrics

| Metric | Value |
|---|---|
| Final setup vio count | 0 |
| Ys async rst share | 0% |
| Slew headroom | 36.5% |
| Layout cells sized above 1 | 9.05% |
| Worst setup EP type | flop |
| Clk Latency, worst-skew pair | 0.29 ns |
| Number of cells in Yosys stat | 181 |
| CTS resizes | 0 |
| Worst-margin pin slew | 0.943 ns |
| Core Area | 10,300 sq um |
| Post-route clock period utilization | 65.7% |
| WS Path Type | reg2reg |
| CP Launch Type | flop |
| Post-route cell area | 2240 sq um |
| R2r setup slk | 1.30 ns |
| Die H | 123 microns |
| Synthesized cell area | 1750 sq um |
| Io pins | 28 |
| Syn_area_per_cell | 9.68 sq um |
| Top cells by area | dfxtp_1 30%, edfxtp_1 14%, ha_1 6.4%, nand2_1 4.5%, xnor2_1 4.5% |
| Final antenna-violating net count | 0 |
| Syn-to-layout area delta | 28.1% |
| Status | finished clean |
| Drt first pass iters | 4 |
| CP arrival | 2.40 ns |
| Fp util | 17.0% |
| Worst Hold Class | reg2reg |
| Vias | 1,402 |
| Synth Register Bits | 34 |
| First-pass GRT wire length | 6290 microns |
| Switching power | 0.131 mW |
| CTS root buf | clkbuf_8 |
| Sequential area share after synthesis | 43.4% |
| Max Slew Vio Count | 0 |
| Max_cap viols | 0 |
| TNS Setup | 0 ns |
| Post-DP Area | 2150 sq um |
| IO buf count | 27 |
| Tool warnings | 32 |
| Skew final | 0.00775 ns |
| Sequential Power Share | 55.8% |
| Gr usage total | 4.99% |
| Cell Type Count | 40 |
| Crit Path Max Fanout | 8 |
| Per-cell routed wire length | 10.9 microns |
| CTS sink count | 34 |
| Yosys top cell by instances | dfxtp_1 |
| Most used flip-flop cell | dfxtp_1 |
| Cts hold-fix bufs | 0 |
| Longest Clk Path Bufs | 2 |
| TritonCTS clock tree | done |
| Die W | 123 microns |
| H-Tree Depth | 2 |
| Combinational power share | 2.6% |
| Gr ovfl total | 0 |
| Clock transition at the registers of the reported paths | 0.07 ns |
| Final Critical Period | 2.50 ns |
| Sw frac | 19.9% |
| Syn Inst Count | 181 |
| Chip area | 15,100 sq um |
| RSZ-0062 raised after global routing | no |
| Yosys stat area | 1750 sq um |
| Max Fclk | 401 MHz |
| EDFF count, synth | 8 |
| Share of total power in the clock network | 41.6% |
| Yosys Warn Count | 1 |
| Largest net degree at the start of global routing | 14 |
| Worst EP required | 3.71 ns |
| Hpwl dp | 2870 microns |
| Post-synth top area cell | dfxtp_1 |
| Post-CTS Repair Setup Buffers | 0 |
| TritonCTS buffer count | 5 |
| Vias in the first global route | 1,322 |
| Final hold violations | 0 |
| Antenna violations before repair | 0 |
| PD cells | 294 nW/um^2 |
| Yosys top cell area share | 29.7% |
| Antenna cells | 0 |
| Gpl congestion | 0.876 |
| # DRC | 0 |
| 1st-iter DRT viols | 114 |
| VDD IR max | 118 uV |
| Vias per inst | 4.05 |
| DRT Wirelength | 3780 microns |
| FP Rows | 37 |
| Synth top cells by count | 26 x dfxtp_1, 21 x nand2_1, 15 x nor2_1 |
| Leakage | 0.796 nW |
| Internal power | 0.528 mW |
## area by class of cell
class	instances	area, sq um
Inverter	9	33.8
Clock inverter	2	11.3
Multi-Input combinational cell	131	907
Tap cell	136	170
Sequential cell	34	761
Fill cell	1102	8080
Timing Repair Buffer	28	278
Clock buffer	6	82.6
## worst max-delay path, stage by stage (launching register included)
cell and delay [ns]:
dfxtp_1 0.35, inv_1 0.07, ha_1 0.13, or4b_4 0.49, or4b_1 0.66, o21ba_4 0.27, o41ai_2 0.16
## kinds of logic (layout without fill, tap and decap cells)
kind of cell / after synthesis / count (layout) / synth area share (%)
and+or+nand+nor: 82 / 82 / 26.4
DFF: 34 / 34 / 43.4
AOI/OAI and AO/OA: 24 / 24 / 10.1
buffers and inverters: 16 / 45 / 4.79
xor gates and xnor gates: 15 / 15 / 7.50
adders and majority gates: 9 / 9 / 6.43
muxes: 1 / 1 / 1.29
## final timing paths
path,start,end,depth (start not counted)
worst max-delay path,times[0],data[1],6
worst min-delay path,times[0],times[0],1
worst max register to register,times[0],data[1],6
worst min register to register,times[0],times[0],1
## state kept, by name (all words and copies together), names as in the netlist
signal,cells
data,4
times,19
dout,7
ano,4
## layer usage
metal / global-route usage [%] / wire [microns]
met4: 0.728 / 59
met3: 1.57 / 414
met2: 7.60 / 1460
met5: 0 / 0
met1: 7.00 / 1840
## power groups by stage
stage                 sequential [mW]  clock [mW]  combinational [mW]
after CTS                       0.368       0.281              0.0172
after global routing            0.368       0.298              0.0180
final                           0.368       0.274              0.0171
## stage by stage
stage	power (mW)	util [%]	hold WS, ns	std cells	worst slack (ns)
2_1_floorplan	0.376	-	0.441	181	1.44
5_1_grt	0.683	21.7	0.522	346	1.20
3_5_place_dp	0.393	20.8	0.475	338	1.32
6_report	0.659	21.7	0.483	346	1.30
4_1_cts	0.666	21.7	0.489	346	1.30
3_3_place_gp	0.393	20.8	0.456	338	1.34
## placed cells by master, fill, tap and decap left out, types with 2 or more instances in the layout
master | netlist | routed
a21oi_1 | 4 | 4
a22oi_1 | 6 | 6
and3_1 | 2 | 2
clkbuf_8 | 0 | 6
clkdlybuf4s50_1 | 0 | 27
dfxtp_1 | 26 | 26
edfxtp_1 | 8 | 8
ha_1 | 9 | 9
inv_1 | 9 | 9
nand2_1 | 21 | 21
nand3_1 | 10 | 10
nand3b_1 | 2 | 2
nand4_1 | 5 | 5
nor2_1 | 15 | 15
nor2b_1 | 5 | 5
nor3_1 | 6 | 6
nor4_1 | 3 | 3
o211ai_1 | 5 | 5
o21ai_0 | 5 | 5
or4b_1 | 2 | 2
xnor2_1 | 9 | 9
xor2_1 | 6 | 6
No activity file was given, so power comes from the tool's default toggle rates.
